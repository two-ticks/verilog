## ./config.mk

```make
export PLATFORM = sky130hd
export DESIGN_NAME = counter
export DESIGN_NICKNAME = counter
export VERILOG_FILES = /design/flow/design.v
export SDC_FILE = /design/flow/constraint.sdc
export NUM_CORES = 4
export LEC_CHECK = 1
export CORE_AREA = 10 10 70 70
export DIE_AREA = 0 0 80 80
```

## ./constraint.sdc

```tcl
current_design counter

set clk_period 1.5
set clk_io_pct 0.2

create_clock -name clk0 -period $clk_period [get_ports {clock}]

set non_clock_inputs [all_inputs -no_clocks]
set_input_delay [expr $clk_period * $clk_io_pct] -clock clk0 $non_clock_inputs
set_output_delay [expr $clk_period * $clk_io_pct] -clock clk0 [all_outputs]
```

## ./design.v

```verilog
module jkff(j,k,clock,reset,q,qb);
    input j,k,clock,reset;
    output reg q,qb;
    always@(negedge clock)
    begin
    case({reset,j,k})
    3'b100 :q=q;
    3'b101 :q=0;
    3'b110 :q=1;
    3'b111 :q=~q;
    default :q=0;
    endcase
    qb<=~q;
    end
endmodule
module counter(j,k,clock,reset,q,qb);
    input j,k,clock,reset;
    output wire [3:0]q,qb;
    jkff JK1(j,k,clock,reset,q[0],qb[0]);
    jkff JK2(j,k,q[0],reset,q[1],qb[1]);
    jkff JK3(j,k,q[1],reset,q[2],qb[2]);
    jkff JK4(j,k,q[2],reset,q[3],qb[3]);
endmodule
```

## ./run.sh

```bash
#!/bin/bash
# OpenROAD 26Q1-2900-gdf79404cd8, Yosys 0.63+post, stock flow scripts
make -C /OpenROAD-flow-scripts/flow DESIGN_CONFIG=/design/flow/config.mk WORK_HOME=/design/flow/orfs finish
```

==> impl_metrics.env <==
# implementation run metrics
export IMPL_outcome="complete, but fails checks"
export IMPL_violations="negative setup slack"
export IMPL_required_ps=1200
export IMPL_topCellsByArea="dfxtp_1 (48%), buf_4 (18%), o211a_1 (12%), o211ai_1 (9.1%), inv_1 (4.5%)"
export IMPL_crit_chain="buf_2"
export IMPL_reg2reg_from="JK1.q"
export IMPL_grt_usage_pct=2.369
export IMPL_drive_gt1_share_pct=21.43
export IMPL_warnings=30
export IMPL_cts_max_path_buffers=2
export IMPL_syn_inst=34
export IMPL_unclocked_pins=6
export IMPL_highest_layer="met3"
export IMPL_synth_warnings=1
export IMPL_async_flop_share_pct=0
export IMPL_max_vdd_ir_drop_v=0.0002202
export IMPL_clock_latency_ps=290
export IMPL_ys_types=7
export IMPL_crit_path_end_kind="output port"
export IMPL_die_w_um=80
export IMPL_htree_levels=1
export IMPL_cpLargestDelayFamily="flip-flops"
export IMPL_critical_path_class="reg2out"
export IMPL_ant_nets=0
export IMPL_m1WireLength_um=339
export IMPL_arrival_ps=1460
export IMPL_die_h_um=80
export IMPL_antenna_cells=0
export IMPL_first_global_vias=241
export IMPL_top_cells_by_count="buf_4 (8), dfxtp_1 (8)"
export IMPL_cp_num_cells=1
export IMPL_num_rows=21
export IMPL_path_clk_slew_ps=40
export IMPL_untimed_endpoints=12
export IMPL_wl_per_cell_um=8.057
export IMPL_grt_max_degree=7
export IMPL_synth_area_per_cell_um2=9.715
export IMPL_cts_tree="built"
export IMPL_dieArea_mm2=0.006400
export IMPL_io_buffers=11
export IMPL_ios=12
export IMPL_min_delay_start="JK1.q"
export IMPL_first_pass_iters=2
export IMPL_num_vias=227
export IMPL_syn_cell_area_um2=330.3
export IMPL_core_region_area_mm2=0.003416
export IMPL_max_slew_margin_pct=89.56
export IMPL_drv_slew=0
export IMPL_cts_buffers=3
export IMPL_antenna_found_initial=0
export IMPL_drtIter0Drc=29
export IMPL_met2_length_um=192
export IMPL_edf_count=0
export IMPL_max_cap_violations=0
export IMPL_skew_ps=16.60
export IMPL_dpl_worst_slack_ps=-386.0
export IMPL_yosysTopAreaCell="dfxtp_1"
export IMPL_routed_wl_um=709
export IMPL_grt_overflow_total=0
export IMPL_cts_setup_buffers=0
export IMPL_setup_violations=2
export IMPL_fp_util_pct=9.670
export IMPL_final_hold_violation_count=0
export IMPL_power_leakage_nw=0.2091
export IMPL_dp_cells=84
export IMPL_route_met3_wl_um=178
export IMPL_drc=0
export IMPL_gp_congestion=0.6926
export IMPL_grt_pass1_wl_um=1159
export IMPL_ys_cells=34
export IMPL_clockRootBuffer="clkbuf_4"
export IMPL_areaGrowthSynthToFinish_pct=40.53
export IMPL_logic_area_um2=85.08
export IMPL_top_area_share_pct=48.48
export IMPL_seq_area_frac_synth_pct=48.48
export IMPL_flop_area_um2=161.4
export IMPL_cp_max_fo=2
export IMPL_whs_path_depth=2
export IMPL_cp_slowest_stage_delay_ps=310
export IMPL_ys_flop_type="dfxtp_1"
export IMPL_critPathSlowestCell="dfxtp_2"
export IMPL_hp_class="reg2reg"
export IMPL_worst_slew_pin_slew_ps=156.4
export IMPL_powerDensity_mw_per_mm2=551.4
export IMPL_startpoint="JK1.q"
export IMPL_ys_area_um2=330.3
export IMPL_fillers=397
export IMPL_holdWs_ps=594.3
export IMPL_rsz0062_at_grt="true"
export IMPL_r2r_worst_path_cells=2
export IMPL_path_buffers=1
export IMPL_setup_slack_ps=-257.3
export IMPL_synth_flops=8
export IMPL_via_per_inst=2.580
export IMPL_stdcell_count=88
export IMPL_startpoint_type="register"
## registers in the layout, indices dropped and copies added, names as in the netlist
name and count:
JK1.q 1, JK4.q 1, JK3.q 1, JK4.qb 1, JK2.q 1, JK1.qb 1, JK2.qb 1, JK3.qb 1
## cell families after synthesis
group                  synth area share [%]
DFF                                   48.48
AOI/OAI and AO/OA                     21.21
buffers and inverters                 25.76
and+or+nand+nor                       4.544
## metal layers
metal	track usage, %	up-vias
li1	-	122
met1	2.815	93
met2	1.926	12
met3	3.636	0
met4	0.7042	0
met5	0	-
## stage by stage
step	instance area [um2]	setup TNS [ps]	total power [mW]	util, %
after floorplan	334.1	-6.948	0.1123	-
after global placement	451.7	-1358	0.1344	13.22
after detailed placement	451.7	-1364	0.1356	13.22
after CTS	464.2	-497.7	0.2630	13.59
after global routing	464.2	-569.5	0.2945	13.59
final	464.2	-467.2	0.2560	13.59
## repair_timing
item	4_1_cts	5_1_grt
cloned	0	0
gates resized	9	0
hold buffers	0	0
setup endpoints to repair	4	2
## power by group
group	internal (mW)	total (mW)	switching [mW]	leakage [nW]
Clock	0.0961	0.142	0.0455	0.0245
Combinational	0.0253	0.0426	0.0173	0.118
Sequential	0.0682	0.0718	0.00358	0.0671
Total	0.190	0.256	0.0663	0.209
## final cells by class
cell class                 instances  share of cell area, %
multi-input combinational         12                  18.33
tap                               46                  12.40
timing repair buffer              14                  25.61
clock inverter                     2                  1.617
inverter                           3                  2.426
clock buffer                       3                  4.852
sequential                         8                  34.77
## cell usage in the layout, fill, tap and decap left out, drive strengths merged
cell           n
dfxtp          8
clkbuf         3
clkdlybuf4s50  6
buf            5
o211a          4
dlygate4sd2    3
nand2          4
inv            5
o211ai         4
## path summary, 6_finish.rpt
path | slack [ps] | end
min reg2reg | 590 | JK1.qb
min | 590 | JK1.qb
max reg2reg | 740 | JK1.q
max | -260 | q[0]
Power and IR drop assume default switching activity.
