$ cat constraint.sdc
current_design dual_port_ram

set clk_period 9.9
set clk_io_pct 0.2

create_clock -name clk0 -period $clk_period [get_ports {clk}]

set non_clock_inputs [all_inputs -no_clocks]
set_input_delay [expr $clk_period * $clk_io_pct] -clock clk0 $non_clock_inputs
set_output_delay [expr $clk_period * $clk_io_pct] -clock clk0 [all_outputs]
$ cat run.sh
#!/bin/bash
# OpenROAD 26Q1-2900-gdf79404cd8, Yosys 0.63+post, stock flow scripts
make -C /OpenROAD-flow-scripts/flow DESIGN_CONFIG=/design/flow/config.mk WORK_HOME=/design/flow/orfs finish
$ cat config.mk
export PLATFORM = sky130hd
export DESIGN_NAME = dual_port_ram
export DESIGN_NICKNAME = dual_port_ram
export VERILOG_FILES = /design/flow/design.v
export SDC_FILE = /design/flow/constraint.sdc
export NUM_CORES = 4
export LEC_CHECK = 1
export CORE_UTILIZATION = 40
$ cat design.v
`timescale 1ns / 1ps
module dual_port_ram # (
    parameter ADDR_WIDTH = 6,
    parameter DATA_WIDTH = 32,
    parameter DEPTH = 1 << ADDR_WIDTH)(
    input clk,
    inout [DATA_WIDTH-1:0] data_a,data_b,  
    input [ADDR_WIDTH-1:0] addr_a,addr_b,  
    input we_a,we_b,  
    input oe_a ,oe_b,
    input cs_a, cs_b,
    output reg [DATA_WIDTH-1:0] data_a_out,data_b_out
);
    reg [DATA_WIDTH-1:0] ram [DEPTH-1:0];  
    always @ (posedge clk)
    begin : MEMORY_WRITE
        if (cs_a && we_a)  
            begin
                ram[addr_a] <= data_a;
            end
        else if (cs_b && we_b)
        begin
            ram[addr_b] <= data_b;
        end
    end
    assign data_a = (cs_a && oe_a && !we_a) ? data_a_out : 8'bz;
    always @ (posedge clk)
    begin : MEMORY_READ_A
        if (cs_a && !we_a && oe_a)  
            begin
                data_a_out <= ram[addr_a];  
            end
        else
            begin
                data_a_out <= 0;
            end
    end
    assign data_b = (cs_b && oe_b && !we_b) ? data_b_out : 8'bz;
    always @ (posedge clk)
    begin : MEMORY_READ_B
        if (cs_b && !we_b && oe_b) begin
            data_b_out <= ram[addr_b];
        end else begin
            data_b_out <= 0;
        end
    end
endmodule
==> results.ini <==
[run_status]
outcome = aborted with a tool error
lastStage = 4_1_cts
stop_error = [error] [KeplerFormal.cpp:679] Workflow failed: Iso has multiple drivers: .data_a24, _2471_.X0

[clock_tree]
root_buffer = clkbuf_16
post_cts_buffers = 0
hold_buffers = 0
cts_num_sinks = 2112
htreeDepth = 4
ctsLongestPathBuffers = 3
cts_buffers = 225
ctsResizeCount = 0

[yosys]
edf_count = 2048
yosysMostFrequentCell = edfxtp_1
syn_area_um2 = 96900
synth-main-ff-cell = edfxtp_1
topCellsByArea = edfxtp_1, mux4_2, mux2i_1
async_flop_share_pct = 0
ys_area_um2 = 96900
synth_top_area_share_pct = 63.5
yosys_warnings = 3
avgSynthCellArea_um2 = 21.1
netlist_top_cells_count = edfxtp_1, mux4_2, mux2i_1, nand2_1, nor2_1
ys_ff = 2112
synthCells = 4602
yosys_cells = 4602
yosysUniqueCellTypes = 61
postSynthSeqShare_pct = 64.8
largest_area_cell = edfxtp_1

[floorplanning]
fp.dieH_um = 494
rows = 180
die_x_um = 494
initCoreUtil_pct = 40.3
io_pins = 147

[placed_design]
io_buffers = 82
place_congestion = 0.908
dp_hpwl_um = 187000

==> logic make-up after synthesis <==
kind of cell	share of synthesized area, %
buf+inv	1.97
compound gates	2.23
flops	64.8
simple gates	2.20
mux	28.8
==> stage by stage <==
stage,cells,utilization [%],power (mW),instance area [um^2],worst slack (ns)
global placement,7773,42.6,11.2,102000,3.30
floorplan,4602,-,10.8,96900,4.68
detailed placement,7773,42.6,11.2,102000,3.32
No activity file was given, so power comes from the tool's default toggle rates.
